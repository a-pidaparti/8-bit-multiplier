### flow/config.mk
export PLATFORM = sky130hd
export DESIGN_NAME = CombLogic1
export DESIGN_NICKNAME = CombLogic1
export VERILOG_FILES = /design/flow/design.v
export SDC_FILE = /design/flow/constraint.sdc
export NUM_CORES = 4
export LEC_CHECK = 1
export CORE_UTILIZATION = 30
### flow/constraint.sdc
current_design CombLogic1

set clk_period 7.9
set clk_io_pct 0.2

create_clock -name clk0 -period $clk_period [get_ports {clock}]

set non_clock_inputs [all_inputs -no_clocks]
set_input_delay [expr $clk_period * $clk_io_pct] -clock clk0 $non_clock_inputs
set_output_delay [expr $clk_period * $clk_io_pct] -clock clk0 [all_outputs]
### flow/design.v
`timescale 1ns / 1ps
module CombLogic1(
    input [7:0] Mcand,
    input [7:0] Mplier,
    input load,
    output reg [15:0] product,
    output done,
    input clock,
    output reg [16:0] ACC,   
    output reg [1:0] state  
    );
    reg [2:0] counter;
    reg done;
    initial 
    begin
        ACC <= 17'b00000000000000000;
        state <= 0;
        counter <= 0;
    end
    always@(posedge clock) 
    begin      
        case(state)
            0: begin
                state = Mcand[0] + 1;
                if(load)
                begin
                    state <= 0;
                    ACC <= 0;
                    counter <= 0;
                end
                end
            1: begin
                ACC <= {0, ACC[16:1]};
                counter <= counter + 1;
                if(counter == 7)
                begin
                    state <= 3;
                    ACC <= {1'b0, ACC[16:1]};
                end
                else
                begin
                    state <= Mcand[counter + 1] + 1;
                end
                if(load)
                begin
                    state <= 0;
                    ACC <= 0;
                    counter <= 0;
                end
            end
            2: begin
                ACC = {ACC[16:8] + {0, Mplier}, ACC[7:0]};
                ACC = {0, ACC[16:1]};
                counter <= counter + 1;
                if(counter == 7)
                begin
                    state <= 3;
                   ACC <= {1'b0, ACC[16:1]};
                end
                else
                begin
                    state = Mcand[counter + 1] + 1;
                end
                if(load)
                begin
                    state <= 0;
                    ACC <= 0;
                    counter <= 0;
                end                
            end
            3: begin
                done <= 1;
                product <= ACC[15:0];
            end
        endcase
    end  
endmodule
### flow/run.sh
#!/bin/bash
# OpenROAD 26Q1-2900-gdf79404cd8, Yosys 0.63+post, stock flow scripts
make -C /OpenROAD-flow-scripts/flow DESIGN_CONFIG=/design/flow/config.mk WORK_HOME=/design/flow/orfs finish
==> ds_physical_params.txt <==
Physical design parameters

Parameter                              Value

Outcome
  Result of the run    completed

Timing
  Worst slew slack as a fraction of its limit    between 60% and 70%
  Fin Clk Skew    0.00849 ns
  Final period util    45.2%
  Number of setup violations in the final report    0
  Unrepaired setup endpoints after global routing    no
  Minimum period implied by the final worst setup slack    3.57 ns
  Slew @ Worst Pin    slightly below 0.6 ns
  Total count of max-transition violations in the final report    0
  Final hold viol count    0
  Highest Clock Rate    280 MHz
  Setup TNS after final layout    0 ns

Setup path
  Worst Path Class, Setup    primary input to flop
  Critical Path RT    7.94 ns
  Cell with the largest stage delay on the worst path    clkdlybuf4s50_1
  Kind of end point of the critical path    flop
  Maximum net fanout on the critical path    2
  Crit path arrival time    3.61 ns
  Crit path launch type    primary input
  Worst path cell trace    clkdlybuf4s50_1 > ha_1 > fa_1 > a21o_1 > a221oi_2 > xnor2_1 > a32oi_1 > a21bo_1
  Highest cell delay on the worst timing path    approximately 0.40 ns

Final layout
  Post-route standard cell area excluding fillers    around 2700 µm²
  Layout area overhead    33.6%
  Number of standard cells in the layout, taps in and fillers out    289
  Fraction of final layout cells with drive strength greater than 1    10.8%

Synth
  Post-synthesis simple-gate area fraction    8.43%
  Synth warn    1
  Main logic family    AND-OR/OR-AND gates
  Combined area of all synthesized cells    2000 µm²
  Yosys-reported design area after synthesis    2000 µm²
  Post-synthesis instance total    158
  Unique cell type count in the Yosys netlist    41
  Area fraction in compound gates after synthesis    14.9%
  Average size of a mapped cell    12.7 µm²
  Most instantiated flip-flop cell in the synthesis netlist    edfxtp_1
  Yosys cell count    158
  Portion of netlist area occupied by mux cells    a little over 6%
  Seq share, synth    between 50% and 60%
  Number of enable flip-flop cells    37
  Ys async rst share    0%
  Adder Share, Synth    under 10%
  Register bit count reported by yosys    37
  Area fraction in xor and xnor cells    roughly 2.2%

Routing
  Routed WL    3.95 mm
  Vias after detailed routing    around 1,400
  Total inserted antenna cells    0
  Number of nets still failing antenna checks after routing    0
  DRC violations left    0
  Routed wire per std cell    13.7 µm
  Detailed Routing Iterations Pass 1    4
  Via/cell ratio    slightly below 5
  Initial detailed-routing violation count    between 40 and 50

Clock network
  Setup Fix Bufs, Post-CTS    0
  Clock latency at the later pin of the worst-skew pair    0.29 ns
  H-tree depth    2
  Clock net sink count    37
  PostCTS Resize Cnt    0
  Clock Root Buffer    clkbuf_8
  Total clock buffers created by CTS    5
  CTS Buffer Depth    2
  Clock transition at the registers of the reported paths    0.08 ns
  Cts hold-fix bufs    0
  CTS tree    built

Power and ir drop
  Leakage    ~1 nW
  Highest ir drop seen on vdd    between 100 and 150 µV
  Power density over cell area    approximately 350 nW/µm²

Die
  Area of the core    6390 µm²
  Floorplan die width    83.7 µm
  Initial Util    31.4%
  Number of top-level design ports    between 50 and 60
  Area of the die    7010 µm²
  Standard-cell row count    29
  Vertical die dimension    83.7 µm

Run
  OpenROAD warning count    28
  Count of max-cap constraint violations    0

Place
  Half-perimeter wire length after detailed placement    2.84 mm
  Placement-stage cell area    2590 µm²
  RD Place Congestion    0.772
  Tally of buffers added on design ports    51
  Inst Count DP    281

GRT
  All-layer global routing usage    12.3%
  Overflow after GRT    0
  Via count of the first global-routing pass    1,382
  Antenna violations before repair    0
  Largest net degree at the start of global routing    17
  Wire length of the first global-routing pass    6.77 mm

Min path
  Type of the worst min-delay path    flop to flop
## final cells by class
type | instances | area, µm²
sequential | 37 | 1110
clock buffer | 5 | 68.8
inverter | 4 | 15.0
clock inverter | 3 | 17.5
multi-input combinational | 109 | 836
timing repair buffer | 54 | 533
tap | 77 | 96.3
fill | 601 | 3710
## cell usage in the layout, fill, tap and decap left out, types with 2 or more instances in the layout
cell / count
clkdlybuf4s50_1: 51
edfxtp_1: 37
ha_1: 14
a21oi_1: 11
nor2_1: 11
o21ai_0: 7
mux2_2: 7
a22oi_1: 7
nand2_1: 6
nand3_1: 5
clkbuf_8: 5
inv_1: 4
xnor2_1: 4
and3_1: 3
a21o_1: 3
a32oi_1: 3
and2_1: 3
buf_4: 3
nor2b_1: 2
mux2i_1: 2
conb_1: 2
clkinv_2: 2
## synth_stat cells (2+ instances only)
master    number  share of area, %
ha_1          14               8.7
conb_1         2              0.37
and2_1         3              0.94
a32oi_1        3               1.3
a22oi_1        7               2.6
nor2b_1        2              0.62
mux2_2         7               3.9
mux2i_1        2               1.0
clkbuf_1       3              0.56
xnor2_1        4               1.7
nor2_1        11               2.1
nand3_1        5               1.2
a21o_1         3               1.1
edfxtp_1      37                55
nand2_1        6               1.1
inv_1          4              0.75
a21oi_1       11               2.7
and3_1         3              0.94
buf_4          3               1.1
o21ai_0        7               1.7
## path summary, 6_finish.rpt
path | start | endpoint | slack (ns) | depth (start not counted)
worst max-delay path | Mplier[0] | ACC[12]$_DFFE_PP_ | 4.33 | 8
worst min-delay path | ACC[0]$_DFFE_PP_ | product[0]$_DFFE_PN_ | 0.45 | 0
worst max register to register | ACC[8]$_DFFE_PP_ | ACC[12]$_DFFE_PP_ | 5.58 | 7
worst min register to register | ACC[0]$_DFFE_PP_ | product[0]$_DFFE_PN_ | 0.45 | 0
## cells by family after synthesis
logic type	Yosys count
flip-flops	37
multiplexers	10
AND/OR/NAND/NOR	34
XOR/XNOR	5
buffers and inverters	12
AND-OR/OR-AND	43
other	2
adder cells (fa/ha/maj)	15
## through the flow
stage / setup WS [ns] / total power [mW] / utilization, % / hold slack, ns
finish: 4.33 / 0.932 / 41.9 / 0.454
global route: 4.22 / 1.01 / 41.9 / 0.463
CTS: 4.32 / 0.943 / 41.9 / 0.456
detailed placement: 4.04 / 0.811 / 40.6 / 0.437
global placement: 4.04 / 0.808 / 40.6 / 0.443
floorplan: 4.57 / 0.618 / - / 0.400
## flip-flops by register name (all words and copies together), names as in the netlist
signal   cells
ACC         16
product     16
counter      3
state        2
## per-layer routing
layer / vias up / routed length, µm / GRT usage (%)
met2: 47 / 1700 / 18.0
met1: 651 / 1960 / 20.2
met3: 5 / 245 / 3.51
met4: 0 / 48 / 1.08
li1: 711 / - / -
met5: - / 0 / 0
## critical path: cells and delay by family
| family | cells | cell delay, ns |
|---|---|---|
| compound gates | 4 | 0.87 |
| xor+xnor | 1 | 0.13 |
| fa+ha+maj | 2 | 0.62 |
| buf+inv | 1 | 0.40 |
## power by group
group / internal [mW] / total [mW] / switching [mW]
clock: 0.0609 / 0.130 / 0.0687
sequential: 0.318 / 0.381 / 0.0627
combinational: 0.228 / 0.421 / 0.193
total: 0.607 / 0.932 / 0.324
Power is estimated from default activity; no workload was simulated.
